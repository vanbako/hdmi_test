`flow/run.sh`:
```
#!/bin/bash
# OpenROAD 26Q1-2900-gdf79404cd8, Yosys 0.63+post, stock flow scripts
make -C /OpenROAD-flow-scripts/flow DESIGN_CONFIG=/design/flow/config.mk WORK_HOME=/design/flow/orfs finish
```
`flow/config.mk`:
```
export PLATFORM = sky130hd
export DESIGN_NAME = test_pattern_bars
export DESIGN_NICKNAME = test_pattern_bars
export VERILOG_FILES = /design/flow/design.v
export SDC_FILE = /design/flow/constraint.sdc
export NUM_CORES = 4
export LEC_CHECK = 1
export CORE_AREA = 10 10 70 70
export DIE_AREA = 0 0 80 80
```
`flow/constraint.sdc`:
```
current_design test_pattern_bars

set clk_period 1.0
set clk_io_pct 0.2

create_clock -name clk0 -period $clk_period [get_ports {clk}]

set non_clock_inputs [all_inputs -no_clocks]
set_input_delay [expr $clk_period * $clk_io_pct] -clock clk0 $non_clock_inputs
set_output_delay [expr $clk_period * $clk_io_pct] -clock clk0 [all_outputs]
```
`flow/design.v`:
```
`timescale 1ns/1ps
module hdmi_top (
    input  wire sys_clk,         
    input  wire sys_rst_n,       
    output wire tmds_clk_p_0,
    output wire tmds_clk_n_0,
    output wire [2:0] tmds_d_p_0,
    output wire [2:0] tmds_d_n_0
);
    wire pll_lock;
    wire clk_serial;   
    wire clk_pix;      
    Gowin_PLL u_pll (
        .clkin   (sys_clk),
        .clkout0 (clk_serial),
        .clkout1 (clk_pix),
        .lock    (pll_lock),
        .mdclk   (sys_clk),
        .reset   (~sys_rst_n)
    );
    wire        de;
    wire        hs;
    wire        vs;
    wire [11:0] x;
    wire [11:0] y;
    reg [1:0] rst_sync = 2'b00;
    wire rstn_pix = rst_sync[1];
    always @(posedge clk_pix or negedge sys_rst_n) begin
        if (!sys_rst_n) rst_sync <= 2'b00;
        else        rst_sync <= {rst_sync[0], pll_lock};
    end
    timing_720p u_tmg (
        .clk (clk_pix),
        .rstn(rstn_pix),
        .de  (de),
        .hs  (hs),
        .vs  (vs),
        .x   (x),
        .y   (y)
    );
    wire [7:0] r, g, b;
    test_pattern_bars u_pat (
        .clk (clk_pix),
        .rstn(rstn_pix),
        .de  (de),
        .x   (x),
        .y   (y),
        .r   (r),
        .g   (g),
        .b   (b)
    );
    dvi_tx u_dvi (
        .I_rst_n     (rstn_pix),
        .I_serial_clk(clk_serial),
        .I_rgb_clk   (clk_pix),
        .I_rgb_vs    (vs),
        .I_rgb_hs    (hs),
        .I_rgb_de    (de),
        .I_rgb_r     (r),
        .I_rgb_g     (g),
        .I_rgb_b     (b),
        .O_tmds_clk_p(tmds_clk_p_0),
        .O_tmds_clk_n(tmds_clk_n_0),
        .O_tmds_data_p(tmds_d_p_0),
        .O_tmds_data_n(tmds_d_n_0)
    );
endmodule
module timing_720p (
    input  wire        clk,
    input  wire        rstn,
    output reg         de,
    output reg         hs,
    output reg         vs,
    output reg [11:0]  x,
    output reg [11:0]  y
);
    localparam H_ACTIVE = 12'd1280;
    localparam H_FP     = 12'd110;
    localparam H_SYNC   = 12'd40;
    localparam H_BP     = 12'd220;
    localparam H_TOTAL  = H_ACTIVE + H_FP + H_SYNC + H_BP;  
    localparam V_ACTIVE = 12'd720;
    localparam V_FP     = 12'd5;
    localparam V_SYNC   = 12'd5;
    localparam V_BP     = 12'd20;
    localparam V_TOTAL  = V_ACTIVE + V_FP + V_SYNC + V_BP;  
    reg [11:0] hcnt;
    reg [11:0] vcnt;
    always @(posedge clk or negedge rstn) begin
        if (!rstn) begin
            hcnt <= 0;
            vcnt <= 0;
            de   <= 1'b0;
            hs   <= 1'b0;
            vs   <= 1'b0;
            x    <= 0;
            y    <= 0;
        end else begin
            if (hcnt == H_TOTAL-1) begin
                hcnt <= 0;
                if (vcnt == V_TOTAL-1) vcnt <= 0; else vcnt <= vcnt + 1'b1;
            end else begin
                hcnt <= hcnt + 1'b1;
            end
            de <= (hcnt < H_ACTIVE) && (vcnt < V_ACTIVE);
            x  <= (hcnt < H_ACTIVE) ? hcnt : 12'd0;
            y  <= (vcnt < V_ACTIVE) ? vcnt : 12'd0;
            hs <= (hcnt >= (H_ACTIVE + H_FP)) && (hcnt < (H_ACTIVE + H_FP + H_SYNC));
            vs <= (vcnt >= (V_ACTIVE + V_FP)) && (vcnt < (V_ACTIVE + V_FP + V_SYNC));
        end
    end
endmodule
module test_pattern_bars (
    input  wire       clk,
    input  wire       rstn,
    input  wire       de,
    input  wire [11:0] x,
    input  wire [11:0] y,
    output reg  [7:0] r,
    output reg  [7:0] g,
    output reg  [7:0] b
);
    wire [2:0] bar = x[10:8];  
    wire [7:0] lo = 8'h20;     
    wire [7:0] hi = 8'hFF;     
    always @(posedge clk or negedge rstn) begin
        if (!rstn) begin
            r <= 8'h00; g <= 8'h00; b <= 8'h00;
        end else if (de) begin
            case (bar)
                3'd0: begin r<=hi; g<=hi; b<=hi; end  
                3'd1: begin r<=hi; g<=hi; b<=lo; end  
                3'd2: begin r<=lo; g<=hi; b<=hi; end  
                3'd3: begin r<=lo; g<=hi; b<=lo; end  
                3'd4: begin r<=hi; g<=lo; b<=hi; end  
                3'd5: begin r<=hi; g<=lo; b<=lo; end  
                3'd6: begin r<=lo; g<=lo; b<=hi; end  
                default: begin r<=8'h00; g<=8'h00; b<=8'h00; end  
            endcase
            if (x < 12'd10 || x >= 12'd1270 || y < 12'd10 || y >= 12'd710) begin
                r <= hi; g <= hi; b <= hi;
            end
        end else begin
            r <= 8'h00; g <= 8'h00; b <= 8'h00;
        end
    end
endmodule
```
==> ci_impl_report.md <==
### Flow metrics

| Metric | Value |
|---|---|
| Maxcap violations | `0` |
| Overall power | `727 uW` |
| Die area | `6400 sq um` |
| Post-synth EDFFs | `0` |
| Total GRT Usage | `0.0439` |
| Total iterations of the first detailed-routing run | `4` |
| Detailed Route Iter0 Violations | `4` |
| Final hold violations | `0` |
| Post-DP HPWL | `1260 microns` |
| Crit path DRT | `0.80 ns` |
| RSZ-0062 raised after global routing | `yes` |
| Core Util at FP | `0.122` |
| Cell row count | `21` |
| Clock tree buffer depth | `2` |
| Floorplan core area | `3420 sq um` |
| DP Cell Count | `120` |
| Worst setup EP type | `primary output` |
| Synth async-reset ratio | `1.00` |
| Layout cells sized above 1 | `0.573` |
| Port buffer count | `48` |
| Gr ovfl total | `0` |
| Seq share, synth | `0.360` |
| Clock Root Buffer | `clkbuf_4` |
| Post-synth top area cell | `dfrtp_1` |
| Post-DP Area | `831 sq um` |
| Num ports | `51` |
| Crit Path Max Fanout | `4` |
| Cell Pwr Density | `796 nW/um^2` |
| Fmax | `0.914 GHz` |
| Synth top area cells | `dfrtp_1 36%, buf_4 32%, a2111oi_2 7.2%` |
| Relative slew slack | `0.835` |
| # H-tree levels | `1` |
| TritonCTS Buffers | `3` |
| Count leader, synth | `buf_4` |
| Area grow syn2layout | `119%` |
| Max layer used | `met3` |
| Die height | `80 microns` |
| Number of global-route vias before repair | `519` |
| Distinct lib cells | `15` |
| Clk sinks | `6` |
| Pleak | `0.403 nW` |
| Synthesized area | `417 sq um` |
| Die Wd | `80 microns` |
| Period minus WS final | `1.09 ns` |
| First-pass GRT wire length | `2310 microns` |
| Yosys chip area | `417 sq um` |
| Slew of the pin with the lowest slew margin | `0.247 ns` |
| DRT met1 WL | `562 microns` |
| Post-layout util | `0.267` |
| Initial antenna violation count | `0` |
| Via count | `445` |
| Post-detailed-route count of antenna-violating nets | `0` |
| Max IR drop VDD | `0.245 mV` |
| Gpl congestion | `0.673` |
| Final setup fails | `16` |
| Clock-pin slew on the worst setup and hold paths | `0.04 ns` |
| Setup crit start | `g[6]` |
| Pins Over Slew Limit | `0` |
| Max-area cell share | `0.360` |
| Wire length on met3 | `508 microns` |
| Final Cycle Share | `1.09` |
| Fill cells | `360` |
| Log Warnings | `29` |
| Post-layout instance area | `913 sq um` |
| Ys flop type | `dfrtp_1` |
| Synth cell count leaders | `18 x buf_4, 6 x dfrtp_1, 3 x clkbuf_1` |
| Status | `complete, but fails checks` |
| Failing checks | `setup timing` |
| Hold Buf Count CTS | `0` |
| Largest net degree at the start of global routing | `7` |
| Yosys warnings | `1` |
| Routed Wire Length | `1460 microns` |
| CP Launch Type | `flip-flop` |
| DR WL met2 | `388 microns` |
| CTS tree | `yes` |
| DR WL/cell | `11.4 microns` |
| Mean area per synthesized cell | `9.47 sq um` |
| ANT cells | `0` |
| DR vias/cell | `3.48` |
| HP Class | `in -> async` |
| Number of standard cells reported by yosys | `44` |
| # DRC | `0` |
| Kind of critical path | `reg -> out` |
| #FFs+latches synth | `6` |
| WHS | `0.192 ns` |
| Worst setup margin | `-0.0943 ns` |
| Mapped Cells | `44` |
| CP arrival | `0.89 ns` |
| Final std cells w/o fill | `128` |
[final timing paths]
check,to,slack (ns),cells after the start
worst max-delay path,g[6],-0.09,2
max in group asynchronous,g[6],0.59,1
worst min-delay path,b[5],0.19,1
min in group clk0,g[6],0.39,3
[timing repair]
item                                    in CTS  in global routing
endpoints found under the setup margin      27                 23
gates resized                              114                 17
buffers inserted                             5                  0
pin swaps                                   11                  5
[routing by layer]
| metal | global-route usage | vias up |
|---|---|---|
| met5 | 0 | - |
| met4 | 0.00176 | 0 |
| met3 | 0.0614 | 0 |
| met2 | 0.0514 | 50 |
| met1 | 0.0470 | 182 |
| li1 | - | 213 |
[per-stage QoR]
stage	setup TNS [ns]	setup WS, ns
finish	-1.26	-0.0943
global route	-2.00	-0.132
CTS	-1.49	-0.105
detailed placement	-4.22	-0.499
global placement	-4.02	-0.468
floorplan	0	0.0469
[power by group]
group          switching (mW)  internal [mW]  total (mW)  leakage (nW)
logic                  0.0771          0.174       0.251         0.321
clock network          0.0747          0.135       0.210        0.0138
registers             0.00895          0.258       0.267        0.0680
total                   0.161          0.567       0.727         0.403
[worst max-delay path, stage by stage, from the launching register on]
cell	delay (ns)
dfrtp_2	0.42
buf_6	0.14
buf_6	0.10
[flip-flops by register name, summed over array words and instances (netlist names)]
register and cells:
b 2, g 2, r 2
[cells by family after synthesis]
group | Yosys count | synth area share
compound gates | 9 | 0.198
buf+inv | 23 | 0.369
simple gates | 6 | 0.0721
flops | 6 | 0.360
[cell usage in the layout (no fill, tap or decap), drive strengths merged]
cell	netlist	final
a2111oi	2	2
a21oi	1	1
a31oi	1	1
a41oi	2	2
buf	18	29
clkbuf	3	9
clkdlybuf4s15	0	5
clkdlybuf4s50	0	5
dfrtp	6	6
dlygate4sd2	0	11
inv	2	2
nand3	2	2
nand4	1	1
nor2	2	2
nor4	1	1
o21a	1	1
o21ai	1	1
o311a	1	1
[cell type report]
| type | instances | area (sq um) | share of cell area |
|---|---|---|---|
| multi-input combinational | 15 | 163 | 0.178 |
| clock buffer | 3 | 22.5 | 0.0247 |
| tap | 46 | 57.6 | 0.0630 |
| sequential | 6 | 153 | 0.167 |
| timing repair buffer | 56 | 510 | 0.559 |
| inverter | 2 | 7.51 | 0.00822 |
Power and IR drop assume default switching activity.
